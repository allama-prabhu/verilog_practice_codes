==> flow/constraint.sdc <==
current_design demux1to16g

set clk_period 1.0
set clk_io_pct 0.2

create_clock -name clk0 -period $clk_period

set non_clock_inputs [all_inputs -no_clocks]
set_input_delay [expr $clk_period * $clk_io_pct] -clock clk0 $non_clock_inputs
set_output_delay [expr $clk_period * $clk_io_pct] -clock clk0 [all_outputs]
==> flow/design.v <==
module demux1to4g(I,S,Y);
output [3:0]Y;
input I;
input [1:0] S;
wire S1b,S0b;
not(S1b,S[1]);
not(S0b,S[0]);
and(Y[0],I,S0b,S1b);
and(Y[1],I,S[0],S1b);
and(Y[2],I,S0b,S[1]);
and(Y[3],I,S[0],S[1]);
endmodule
module demux1to16g(I,S,Y);
output [15:0] Y;
input I;
input [3:0] S;
wire [3:0] W;
demux1to4g dm1(.I(I),.S(S[3:2]),.Y(W[3:0]));
demux1to4g dm2(.I(W[0]),.S(S[1:0]),.Y(Y[3:0]));
demux1to4g dm3(.I(W[1]),.S(S[1:0]),.Y(Y[7:4]));
demux1to4g dm4(.I(W[2]),.S(S[1:0]),.Y(Y[11:8]));
demux1to4g dm5(.I(W[3]),.S(S[1:0]),.Y(Y[15:12]));
endmodule
==> flow/config.mk <==
export PLATFORM = sky130hd
export DESIGN_NAME = demux1to16g
export DESIGN_NICKNAME = demux1to16g
export VERILOG_FILES = /design/flow/design.v
export SDC_FILE = /design/flow/constraint.sdc
export NUM_CORES = 4
export LEC_CHECK = 1
export CORE_AREA = 10 10 70 70
export DIE_AREA = 0 0 80 80
==> flow/run.sh <==
#!/bin/bash
# OpenROAD 26Q1-2900-gdf79404cd8, Yosys 0.63+post, stock flow scripts
make -C /OpenROAD-flow-scripts/flow DESIGN_CONFIG=/design/flow/config.mk WORK_HOME=/design/flow/orfs finish
==> impl_metrics.py <==
# Physical implementation metrics
metrics = {
    "status": {
        "status": "complete, but fails checks",
        "violations": "setup timing",
    },
    "grt": {
        "grt_busiest_layer": "met2",
        "grt_use_met1": 0.0376,
        "grt_use_met3": 0.00795,
        "grt_pass1_vias": 324,
        "antenna_found_initial": 0,
        "use_met2": 0.0538,
        "grt_max_degree": 8,
        "grt.total_usage": 0.0302,
        "grt-ovfl-total": 0,
        "grt_pass1_wl_um": 1590,
    },
    "timing": {
        "finalSetupViolCount": 15,
        "period_used_share": 1.24,
        "rsz0062_at_grt": "true",
        "max-slew-margin-rel": 0.861,
        "post-route-min-period_ps": 1240,
        "fmax_mhz": 808,
        "final_max_slew_viol_count": 0,
        "tightest_slew_ps": 207,
        "holdWs_ps": 660,
        "fin_ws_ps": -238,
        "hold_violations": 0,
    },
    "setup_path": {
        "critPathCaptureType": "primary output",
        "crit_path_end": "Y[0]",
        "worstSetupPathType": "primary input to primary output",
        "crit_start": "S[2]",
        "cp-start-kind": "primary input",
        "crit_fanout": 4,
        "arrival_ps": 1040,
        "cp_data_required_time_ps": 800,
    },
    "floorplan": {
        "initial_core_util": 0.0344,
        "coreArea_um2": 3420,
        "die-width_um": 80,
        "rows": 21,
        "fp.dieH_um": 80,
        "io_pins": 21,
        "chipArea_um2": 6400,
    },
    "placement": {
        "place_area_um2": 408,
        "io_buffers": 21,
        "place_congestion": 0.777,
        "dp_hpwl_um": 744,
        "dp.cells": 93,
    },
    "cells_and_area": {
        "syn_to_final_growth_pct": 400,
        "lay_top_cells": "buf_2 (14), buf_6 (9), buf_4 (9), nor2_4 (7)",
        "drive_gt1_frac": 0.918,
        "ff_count": 0,
        "finalCoreUtilization": 0.172,
        "nClkBuffers": 0,
        "mostFrequentLayoutCell": "buf_2",
        "fin_area_um2": 588,
        "ff_latch_area_um2": 0,
        "fin_cells": 107,
    },
    "logic_synthesis": {
        "yosys_warnings": 0,
        "ys_area_um2": 118,
        "postSynthSeqShare": 0,
        "yosysTopAreaCell": "nor2_1",
        "top_cells_by_area": "nor2_1 (38%), nor3_1 (13%), nand3b_1 (13%)",
        "synthDominantCellAreaShare": 0.383,
        "yosysUniqueCellTypes": 8,
        "synthesis.area_um2": 118,
        "netlist_instances": 23,
        "syn_avg_cell_area_um2": 5.11,
        "synth_stat.cells": 23,
    },
    "route": {
        "first_iter_violations": 7,
        "detail_route.wl_per_cell_um": 10.1,
        "diodes": 0,
        "dr.pass1.iters": 2,
        "routed_wl_um": 1080,
        "drc": 0,
        "ant_nets": 0,
        "via_count": 314,
        "via_per_inst": 2.93,
    },
    "hold_path": {
        "hold_path_class": "primary input to primary output",
    },
    "run": {
        "tool_warnings": 34,
        "max-cap-violations": 0,
    },
    "power": {
        "p_total_uw": 165,
        "p_per_area_nw_per_um2": 281,
        "ir_drop_mv": 0.0548,
        "p_leak_nw": 0.264,
    },
    "clock_tree": {
        "holdBufCountCts": 0,
    },
}
-- per-layer routing --
metal,part of all wire,vias up
met5,0,-
met4,0,0
met3,0.11,0
met2,0.46,14
met1,0.42,143
li1,-,157
-- worst min-delay path by stage --
stage     start  depth (start not counted)     to
6_report   S[0]                          3  Y[12]
4_1_cts    S[0]                          3  Y[12]
5_1_grt    S[0]                          3   Y[8]
-- final cells by class --
type               instances  area [µm²]
fillers                  391        2830
multi-input cells         23         226
well taps                 46        57.6
repair buffers            38         304
-- critical path, stage by stage --
cell and delay (ps):
buf_8 100, or3b_4 400, buf_6 130, nor3_4 90
buf_2 110
-- cells by family after synthesis --
family,share of synthesized area
and+or+nand+nor,1.00
-- through the flow --
stage | TNS (ps) | worst slack, ps
floorplan | 0 | 134
global placement | -12760 | -909
detailed placement | -12870 | -912
CTS | -1440 | -305
global route | -2500 | -293
finish | -1760 | -238
-- power breakdown --
part,leakage (nW),switching (mW),internal (mW)
clock,0,0,0
sequential,0,0,0
combinational,0.264,0.0706,0.0944
total,0.264,0.0706,0.0944
-- timing repair --
action / 4_1_cts / 5_1_grt
resized: 89 / 22
pin swaps: 16 / 16
setup endpoints to repair: 16 / 16
setup buffers: 12 / 2
-- Yosys cell counts --
cell type	number
nand2b_1	2
nor2_1	12
nor3_2	1
nand3_1	1
or3b_4	1
nand3b_1	2
nor3_1	3
nand2_1	1
No activity file was given, so power comes from the tool's default toggle rates.
